$ cat flow/design.v
module Mram(data_out, data_in, addr, wr, cs,rd);
parameter addr_size = 4, word_size = 8, memory_size = 16;
input[addr_size-1:0]addr;
input [word_size-1:0]data_in;
input wr,cs,rd;
output[word_size-1:0]data_out;
reg [word_size-1:0]  mem[memory_size-1:0];
assign data_out = mem[addr];
always @(wr or cs)
if (wr)  mem[addr] = data_in;
endmodule 
$ cat flow/run.sh
#!/bin/bash
# OpenROAD 26Q1-2900-gdf79404cd8, Yosys 0.63+post, stock flow scripts
make -C /OpenROAD-flow-scripts/flow DESIGN_CONFIG=/design/flow/config.mk WORK_HOME=/design/flow/orfs finish
$ cat flow/config.mk
export PLATFORM = sky130hd
export DESIGN_NAME = Mram
export DESIGN_NICKNAME = Mram
export VERILOG_FILES = /design/flow/design.v
export SDC_FILE = /design/flow/constraint.sdc
export NUM_CORES = 4
export LEC_CHECK = 1
export CORE_UTILIZATION = 50
$ cat flow/constraint.sdc
current_design Mram

set clk_period 2.7
set clk_io_pct 0.2

create_clock -name clk0 -period $clk_period

set non_clock_inputs [all_inputs -no_clocks]
set_input_delay [expr $clk_period * $clk_io_pct] -clock clk0 $non_clock_inputs
set_output_delay [expr $clk_period * $clk_io_pct] -clock clk0 [all_outputs]
==> impl_metrics.json <==
{
  "fin_setup_tns_ns": 0,
  "grt_overflow_total": 0,
  "first_iter_violations": 119,
  "coreArea_um2": 6310,
  "io_buffers": 21,
  "synth.area.top_cells": "dlxtn_1 (59%), mux2i_1 (6.8%), a22oi_1 (4.2%), a2111oi_2 (2.8%), nor2_1 (2.7%)",
  "crit_start": "addr[3]",
  "min_from": "addr[0]",
  "dp_hpwl_um": 5870,
  "ir_drop_mv": 0.0938,
  "utilization_pct": 67.4,
  "placed_cell_area_um2": 3740,
  "first_pass_iters": 4,
  "grt_pass1_wl_um": 13100,
  "io_pins": 23,
  "unclocked_regs": 128,
  "cts_hold_buf": 0,
  "final_hold_viol_count": 0,
  "synth.top_cell.area_share_pct": 59.0,
  "layoutNonFillerInstCount": 461,
  "worstPathArrival_ns": 2.09,
  "critPathMaxFanout": 6,
  "rows": 29,
  "edf_count": 0,
  "p_leak_nw": 1.94,
  "drc_errors": 0,
  "cp-end-kind": "output port",
  "grtUsageTotal_pct": 27.6,
  "criticalPathCategory": "primary input to output port",
  "netlist_instances": 320,
  "clkPwrFrac_pct": 0,
  "hold_class": "primary input to output port",
  "ff_type": "dlxtn_1",
  "wl_um": 8510,
  "switchingPower_uw": 223,
  "warning_count": 34,
  "final_area_um2": 4260,
  "maxCapViolations": 0,
  "power_uw": 558,
  "gp_congestion": 0.886,
  "top_area_cell": "dlxtn_1",
  "ant_nets": 0,
  "antenna_cells": 0,
  "required_ns": 2.16,
  "die-area_um2": 6830,
  "fin_crit_sh_pct": 97.5,
  "drt-wirelength-per-cell_um": 18.5,
  "vias": 2559,
  "largest_register_ffs": 128,
  "grt_pass1_vias": 2426,
  "grt_setup_unrepaired": "no",
  "ys.flops": 128,
  "fp-utilization_pct": 51.5,
  "whs_path_depth": 6,
  "final-setup-viol-count": 0,
  "grt_antenna_before_repair": 0,
  "synth_cell_types": 36,
  "synth-area-yosys_um2": 3250,
  "switching_share_pct": 39.9,
  "area.growth.synth_to_final_pct": 30.9,
  "async_flop_share_pct": 0,
  "dp_cells": 436,
  "fmax_mhz": 380,
  "synth_top_cell_by_count": "dlxtn_1",
  "syn-cell-area_um2": 3250,
  "seq_power_share_pct": 29.9,
  "untimed_endpoints": 128,
  "p_comb_share_pct": 70.1,
  "grt_max_degree": 17,
  "fp.dieH_um": 82.6,
  "synth_stat.cells": 320,
  "slew_headroom_pct": 57.0,
  "yosysWarnings": 2,
  "status": "finished clean",
  "die_x_um": 82.6,
  "powerDensity_nw_per_um2": 131,
  "start_kind": "primary input",
  "yosys-top-cells-count": "dlxtn_1 (128), nor2_1 (23), mux2i_1 (22)",
  "layout-drive-gt1-share_pct": 31.8,
  "intPower_uw": 335,
  "fin_crit_ns": 2.63,
  "drv_slew": 0,
  "worst_pin_slew_ns": 0.643,
  "avgSynthCellArea_um2": 10.2,
  "hold_path_end": "data_out[4]",
  "viasPerCell": 5.55
}
worst max-delay path, stage by stage:
cell and delay (ns):
buf_4 0.11, buf_6 0.12, buf_4 0.10, buf_4 0.19
mux2i_2 0.25, o22ai_2 0.13, a2111oi_4 0.35, a21oi_1 0.12
clkdlybuf4s15_1 0.18
cell usage in the layout (no fill, tap or decap), types with 3 or more instances in the layout:
| cell | Yosys | layout |
|---|---|---|
| nor2b_2 | 0 | 3 |
| nor2_1 | 23 | 22 |
| buf_2 | 7 | 6 |
| a22oi_1 | 18 | 6 |
| dlxtn_1 | 128 | 128 |
| nand2_1 | 13 | 12 |
| a22oi_2 | 0 | 12 |
| buf_6 | 3 | 15 |
| buf_4 | 5 | 47 |
| o21ai_0 | 6 | 4 |
| a2111oi_4 | 0 | 6 |
| o22ai_2 | 0 | 9 |
| and3b_2 | 0 | 3 |
| mux2i_1 | 22 | 16 |
| clkdlybuf4s50_1 | 0 | 9 |
| mux2i_4 | 0 | 4 |
| nor2b_1 | 7 | 4 |
| a22o_1 | 8 | 8 |
| nand3_1 | 9 | 9 |
| nand2b_1 | 8 | 8 |
| a21oi_1 | 16 | 15 |
layer usage:
metal	part of all wire [%]	wire length, um	GRT usage (%)	vias to the layer above
met1	48	4100	42.2	1247
li1	-	-	-	1258
met4	0.95	81	2.41	0
met5	0	0	0	-
met2	48	4080	46.6	48
met3	3.0	252	1.67	6
cell families (layout without fill, tap and decap cells):
group,Yosys count,count (layout),share of synthesized area [%]
AOI/OAI and AO/OA,71,71,16.0
buffers and inverters,21,85,4.00
latches,128,128,59.0
muxes,25,25,8.62
and+or+nand+nor,75,75,12.3
per-stage QoR:
| stage | hold slack, ns | setup WS [ns] |
|---|---|---|
| final | 1.82 | 0.0675 |
| after global routing | 1.87 | 0.00485 |
| after CTS | 1.87 | 0.0177 |
| after detailed placement | 2.32 | -0.570 |
| after global placement | 2.33 | -0.590 |
| after floorplan | 1.39 | 0.627 |
layout make-up:
cell class	count	area, um2
repair buffers	84	724
inverters	1	3.75
flip-flops and latches	128	1920
well taps	77	96.3
multi-input cells	171	1510
fillers	498	2060
power by group through the flow:
stage | logic, mW | registers (mW) | clock network [mW]
after CTS | 0.381 | 0.164 | 0
after global routing | 0.420 | 0.177 | 0
final | 0.391 | 0.167 | 0
worst max-delay path by stage:
stage / end / slack, ns / depth (start not counted)
4_1_cts: data_out[5] / 0.02 / 9
5_1_grt: data_out[2] / 0.005 / 11
6_report: data_out[5] / 0.07 / 9
timing repair:
item	4_1_cts	5_1_grt
pin swaps	34	13
gates resized	91	13
endpoints found under the hold margin	0	0
gates cloned	1	0
endpoints found under the setup margin	8	7
setup buffers	23	2
Power figures rest on the tool's default switching activity, not on a simulated workload.
